### ./config.mk
export PLATFORM = sky130hd
export DESIGN_NAME = fetch
export DESIGN_NICKNAME = fetch
export VERILOG_FILES = /design/flow/design.v
export SDC_FILE = /design/flow/constraint.sdc
export NUM_CORES = 4
export LEC_CHECK = 1
export CORE_UTILIZATION = 30
### ./constraint.sdc
current_design fetch

set clk_period 4.1
set clk_io_pct 0.2

create_clock -name clk0 -period $clk_period

set non_clock_inputs [all_inputs -no_clocks]
set_input_delay [expr $clk_period * $clk_io_pct] -clock clk0 $non_clock_inputs
set_output_delay [expr $clk_period * $clk_io_pct] -clock clk0 [all_outputs]
### ./design.v
module fetch (clk,PC, icode, ifun, rA, rB, valC ,valP, instr_valid, imem_err, hlt);
input clk;
input [63:0] PC;
output reg [3:0]  icode, ifun;
output reg [3:0]  rA,rB;
output reg [63:0] valP;
output reg [0:63] valC;
output reg instr_valid, imem_err, hlt;
reg [0:79] instruction;  
reg [7:0]  memory[0:100]; 
initial begin 
 hlt = 0;
    memory[0]  = 8'b00010000;  
    memory[1]  = 8'b01100000;  
    memory[2]  = 8'b00000001;  
    memory[3]  = 8'b00110000;  
    memory[4]  = 8'b11110010;  
    memory[5]  = 8'b11111111;  
    memory[6]  = 8'b00000000;  
    memory[7]  = 8'b00000000;  
    memory[8]  = 8'b00000000;  
    memory[9]  = 8'b00000000;  
    memory[10] = 8'b00000000;  
    memory[11] = 8'b00000000;  
    memory[12] = 8'b00000000;  
    memory[13] = 8'b00110000;  
    memory[14] = 8'b11110011;  
    memory[15] = 8'b00000101;  
    memory[16] = 8'b00000000;  
    memory[17] = 8'b00000000;  
    memory[18] = 8'b00000000;  
    memory[19] = 8'b00000000;  
    memory[20] = 8'b00000000;  
    memory[21] = 8'b00000000;  
    memory[22] = 8'b00000000;  
    memory[23] = 8'b00110000;  
    memory[24] = 8'b11110100;  
    memory[25] = 8'b00000101;  
    memory[26] = 8'b00000000;  
    memory[27] = 8'b00000000;  
    memory[28] = 8'b00000000;  
    memory[29] = 8'b00000000;  
    memory[30] = 8'b00000000;  
    memory[31] = 8'b00000000;  
    memory[32] = 8'b00000000;  
    memory[33] = 8'b00100000;  
    memory[34] = 8'b01000101;  
    memory[35] = 8'b01100000;  
    memory[36] = 8'b00110100;  
    memory[37] = 8'b00100101;  
    memory[38] = 8'b01010110;  
    memory[39] = 8'b01100001;  
    memory[40] = 8'b00110101;  
    memory[41] = 8'b01110011;  
    memory[42] = 8'b00110100;  
    memory[43] = 8'b00000000;  
    memory[44] = 8'b00000000;  
    memory[45] = 8'b00000000;  
    memory[46] = 8'b00000000;  
    memory[47] = 8'b00000000;  
    memory[48] = 8'b00000000;  
    memory[49] = 8'b00000000;  
    memory[50] = 8'b00010000;  
    memory[51] = 8'b00010000;  
    memory[52] = 8'b01100000;  
    memory[53] = 8'b00110101;  
    memory[54] = 8'b00000000;  
  end
always @*
begin
  imem_err=0;
  if (PC > 101) begin
   imem_err =1;
  end
  instruction = {
    memory[PC],
    memory[PC+1],
    memory[PC+2],
    memory[PC+3],
    memory[PC+4],
    memory[PC+5],
    memory[PC+6],
    memory[PC+7],
    memory[PC+8],
    memory[PC+9]
  };
  icode = instruction[0:3];
  ifun  = instruction[4:7];
  instr_valid = 1'd0;
  hlt = 64'd0;
  case(icode)
    4'h0  : begin
      hlt = 64'd1;
      valP= PC + 64'd1;
    end
    4'h1	: valP= PC + 64'd1;
    4'h2	: begin            
      rA = instruction[8:11];
      rB = instruction[12:15];
      valP =PC + 64'd2;
    end
    4'h3	: begin
        rA = instruction[8:11];   
        rB = instruction[12:15]; 
        valC = {
          instruction[72:79],
          instruction[64:71],
          instruction[56:63],
          instruction[48:55],
          instruction[40:47],
          instruction[32:39],
          instruction[24:31],
          instruction[16:23]
        };
        valP = PC + 64'd10;
    end
    4'h4	: begin
      rA = instruction[8:11];
      rB = instruction[12:15]; 
      valC = {
        instruction[72:79],
        instruction[64:71],
        instruction[56:63],
        instruction[48:55],
        instruction[40:47],
        instruction[32:39],
        instruction[24:31],
        instruction[16:23]
      };
      valP = PC + 64'd10;
    end
    4'h5	: begin
      rA = instruction[8:11];
      rB = instruction[12:15]; 
      valC = {
        instruction[72:79],
        instruction[64:71],
        instruction[56:63],
        instruction[48:55],
        instruction[40:47],
        instruction[32:39],
        instruction[24:31],
        instruction[16:23]
      };
      valP = PC + 64'd10;
    end 
    4'h6	: begin
        rA[3:0] = instruction[8:11];
        rB[3:0] = instruction[12:15];
        valP = PC + 64'd2;
    end
    4'h7	: begin
      valC = {
        instruction[64:71],
        instruction[56:63],
        instruction[48:55],
        instruction[40:47],
        instruction[32:39],
        instruction[24:31],
        instruction[16:23],
        instruction[8:15]
      };
      valP = PC + 64'd9;
    end 
    4'h8	: begin
      valC = {
        instruction[64:71],
        instruction[56:63],
        instruction[48:55],
        instruction[40:47],
        instruction[32:39],
        instruction[24:31],
        instruction[16:23],
        instruction[8:15]
      };
      valP = PC + 64'd9;
    end 
    4'h9  : valP = PC + 64'd1; 
    4'hA  :  begin            
      rA = instruction[8:11];
      rB = instruction[12:15];
      valP =PC + 64'd2;
    end
    4'hB  :  begin            
      rA = instruction[8:11];
      rB = instruction[12:15];
      valP =PC + 64'd2;
    end
    default : instr_valid = 1'd1;
  endcase
end
endmodule
### ./run.sh
#!/bin/bash
# OpenROAD 26Q1-2900-gdf79404cd8, Yosys 0.63+post, stock flow scripts
make -C /OpenROAD-flow-scripts/flow DESIGN_CONFIG=/design/flow/config.mk WORK_HOME=/design/flow/orfs finish
==> results.sh <==
# source this file to load flow results
export IMPL_status="completed"
export IMPL_die_size_y_um=182
export IMPL_use_met3_pct=3.17
export IMPL_syn_inst=1394
export IMPL_p_sw_share_pct=54.2
export IMPL_lay_top_cells="clkdlybuf4s50_1 (205), nand2_1 (178), dlxtn_1 (136), nor2_1 (117), a21oi_1 (95)"
export IMPL_ys_sh_mux_pct=4.97
export IMPL_dp_cells=1964
export IMPL_io_pins=212
export IMPL_groute_usage_overall_pct=23.9
export IMPL_whs_ns=2.47
export IMPL_crit_type="primary input to primary output"
export IMPL_ys_warn_count=1
export IMPL_drc=0
export IMPL_grt_pass1_wl_um=61300
export IMPL_seq_power_share_pct=11.9
export IMPL_avgSynthCellArea_um2=6.97
export IMPL_gp_congestion=0.973
export IMPL_fin_area_mm2=0.0124
export IMPL_synth_edff_count=0
export IMPL_place_area_mm2=0.0124
export IMPL_ys_chip_area_mm2=0.00972
export IMPL_synthTopLogicFamily="simple AND/OR/NAND/NOR gates"
export IMPL_fin_cells=1964
export IMPL_area_growth_pct=27.7
export IMPL_leakage_nw=4.82
export IMPL_whs_path_depth=4
export IMPL_use_met2_pct=38.6
export IMPL_untimed_endpoints=272
export IMPL_postRouteAntennaNets=0
export IMPL_ys_cells=1394
export IMPL_lay_top_count="clkdlybuf4s50_1"
export IMPL_ys_flop_type="dlxtn_1"
export IMPL_ys_sh_simple_pct=27.3
export IMPL_min_period_ns=3.98
export IMPL_setup_viol=0
export IMPL_unclocked_regs=136
export IMPL_synth_compound_area_share_pct=25.8
export IMPL_rows=65
export IMPL_core_mm2=0.0317
export IMPL_port_buffers=211
export IMPL_power_density_mw_per_mm2=130
export IMPL_grt_max_degree=66
export IMPL_final_setup_tns_ns=0
export IMPL_top_usage_layer="met2"
export IMPL_ys_sh_xor_pct=9.01
export IMPL_critPathMaxFanout=5
export IMPL_fin_crit_sh_pct=97.1
export IMPL_path_cells="clkdlybuf4s15_1, buf_4, ha_1, mux2_4, a221o_1, a211oi_2, nand2_1, nor3_2, clkdlybuf4s50_1"
export IMPL_tightest_slew_ns=0.918
export IMPL_die_area_mm2=0.0331
export IMPL_synthesis_area_mm2=0.00972
export IMPL_warnings=58
export IMPL_finish_utilization_pct=39.1
export IMPL_ir_worst_vdd_mv=0.0579
export IMPL_hold_violations=0
export IMPL_ys_types=87
export IMPL_antenna_cells=0
export IMPL_combPwrFrac_pct=88.1
export IMPL_dieWidth_um=182
export IMPL_layout_drive_gt1_share_pct=9.28
export IMPL_cp_start_kind="primary input"
export IMPL_fp_util_pct=30.6
export IMPL_slew_violations=0
export IMPL_antenna_found_initial=0
export IMPL_critical_path_required_ns=3.28
export IMPL_total_power_mw=1.62
export IMPL_wl_um=39500
export IMPL_post_drt_wl_per_cell_um=20.1
export IMPL_dp_hpwl_um=29500
export IMPL_grt_pass1_vias=10352
export IMPL_yosys_area_share_adder_pct=4.51
export IMPL_dr_pass1_iters=5
export IMPL_worst_slack_ns=0.117
export IMPL_viasPerCell=5.66
export IMPL_crit_path_top_delay_cell="clkdlybuf4s50_1"
export IMPL_ys_seq_elements=136
export IMPL_async_flop_share_pct=0
export IMPL_intPower_mw=0.741
export IMPL_p_switching_mw=0.876
export IMPL_grt_use_met1_pct=33.4
export IMPL_place_ws_ns=-0.282
export IMPL_maxCapViolCount=0
export IMPL_crit_path_end_kind="primary output"
export IMPL_globalRouteOverflowTotal=0
export IMPL_cp_data_arrival_time_ns=3.16
export IMPL_clkPwrFrac_pct=0
export IMPL_holdCritPathClass="primary input to primary output"
export IMPL_relSlewSlack_pct=38.3
export IMPL_rsz0062_at_grt="no"
export IMPL_fmax_mhz=251
export IMPL_drt_iter0_markers=1025
export IMPL_vias=11108
export IMPL_cp_slowest_stage_delay_ns=0.52
[cell usage after synthesis (23+ instances only)]
master	count	area, um2
xnor2_1	43	377
o21ai_0	95	475
nor3_1	59	295
nand3_1	59	295
inv_1	23	86.3
mux2i_1	34	340
xor2_1	57	499
nor2_1	119	447
dlxtn_1	136	2040
nand2_1	178	668
a211oi_1	23	173
clkbuf_1	83	312
a21oi_1	96	480
ha_1	35	438
[sequential cells by signal (all words and copies together) (netlist names)]
register,flops
rA,4
rB,4
valC,64
valP,64
[path summary, 6_finish.rpt]
path | startpoint | endpoint | slack, ns
min | PC[2] | ifun[3] | 2.47
max | PC[0] | hlt | 0.12
[area by class of cell]
cell class / count / area, um2
repair buffers: 296 / 2750
fillers: 3317 / 19300
well taps: 402 / 503
multi-input cells: 1098 / 7000
inverters: 32 / 124
flip-flops and latches: 136 / 2040
[timing repair]
item	4_1_cts	5_1_grt
pin swaps	2	1
setup buffers	0	0
hold buffers	0	0
resized	9	4
endpoints found under the setup margin	5	2
[layer usage]
| metal | up-vias | wire length [um] |
|---|---|---|
| li1 | 5362 | - |
| met1 | 5169 | 17100 |
| met2 | 511 | 18000 |
| met3 | 66 | 2960 |
| met4 | 0 | 1460 |
| met5 | - | 0 |
[power by group through the flow]
| stage | clock network [mW] | registers [mW] | logic (mW) |
|---|---|---|---|
| global route | 0 | 0.199 | 1.55 |
| finish | 0 | 0.192 | 1.43 |
| CTS | 0 | 0.193 | 1.41 |
[cell families (layout without fill, tap and decap cells)]
| group | Yosys count | count (layout) |
|---|---|---|
| and+or+nand+nor | 539 | 539 |
| AOI/OAI and AO/OA | 381 | 381 |
| buffers and inverters | 160 | 328 |
| latches | 136 | 136 |
| xor gates and xnor gates | 100 | 100 |
| muxes | 43 | 43 |
| adders and majority gates | 35 | 35 |
[critical path: cells and delay by family]
kind            cells  cell delay [ns]
mux                 1             0.27
fa+ha+maj           1             0.20
buf+inv             3             0.99
compound gates      2             0.58
simple gates        2             0.30
