--- config.mk ---
export PLATFORM = sky130hd
export DESIGN_NAME = write_back
export DESIGN_NICKNAME = write_back
export VERILOG_FILES = /design/flow/design.v
export SDC_FILE = /design/flow/constraint.sdc
export NUM_CORES = 4
export LEC_CHECK = 1
export CORE_AREA = 10 10 489 489
export DIE_AREA = 0 0 499 499
--- constraint.sdc ---
current_design write_back

set clk_period 14.6
set clk_io_pct 0.2

create_clock -name clk0 -period $clk_period [get_ports {clk}]

set non_clock_inputs [all_inputs -no_clocks]
set_input_delay [expr $clk_period * $clk_io_pct] -clock clk0 $non_clock_inputs
set_output_delay [expr $clk_period * $clk_io_pct] -clock clk0 [all_outputs]
--- design.v ---
module write_back(
  clk,icode,rA,rB,cond,
  valE,valM,
  reg_mem0,reg_mem1,reg_mem2,reg_mem3,reg_mem4,reg_mem5,
  reg_mem6,reg_mem7,reg_mem8,reg_mem9,reg_mem10,reg_mem11,
  reg_mem12,reg_mem13,reg_mem14
);
  input clk;
  input cond;
  input [3:0] icode;
  input [3:0] rA;
  input [3:0] rB;
  input [63:0] valE;
  input [63:0] valM;
  output reg [63:0] reg_mem0;
  output reg [63:0] reg_mem1;
  output reg [63:0] reg_mem2;
  output reg [63:0] reg_mem3;
  output reg [63:0] reg_mem4;
  output reg [63:0] reg_mem5;
  output reg [63:0] reg_mem6;
  output reg [63:0] reg_mem7;
  output reg [63:0] reg_mem8;
  output reg [63:0] reg_mem9;
  output reg [63:0] reg_mem10;
  output reg [63:0] reg_mem11;
  output reg [63:0] reg_mem12;
  output reg [63:0] reg_mem13;
  output reg [63:0] reg_mem14;
  reg [63:0] reg_file[0:14];
  initial begin
    reg_file[0]= 64'h0 ;
    reg_file[1]= 64'h0 ;
    reg_file[2]= 64'h0 ;
    reg_file[3]= 64'h0 ;
    reg_file[4]= 64'h0 ;
    reg_file[5]= 64'h0 ;
    reg_file[6]= 64'h0 ;
    reg_file[7]= 64'h0 ;
    reg_file[8]= 64'h0 ;
    reg_file[9]= 64'h0 ;
    reg_file[10]= 64'h0 ;
    reg_file[11]=64'h0 ;
    reg_file[12]= 64'h0 ;
    reg_file[13]= 64'h0 ;
    reg_file[14]= 64'h0 ;
  end
always@(posedge clk)
  begin
    if(icode==4'b0011)  
    begin
      reg_file[rB]=valE;
    end
    else if(icode==4'b0101)  
    begin
      reg_file[rA]=valM;
    end
    else if(icode==4'b0010)  
    begin
      if(cond==1'b1)
      begin
        reg_file[rB]=valE;
      end
    end
    else if(icode==4'b0110)  
    begin
      reg_file[rB]=valE;
    end
    else if(icode==4'b1010)  
    begin
      reg_file[4]=valE;  
    end
    else if(icode==4'b1011)  
    begin
      reg_file[4]=valE;  
      reg_file[rA]=valM;
    end
    else if(icode==4'b1000)  
    begin
      reg_file[4]=valE;  
    end
    else if(icode==4'b1001)  
    begin
      reg_file[4]=valE;  
    end
  end
  always @(*)
  begin
    reg_mem0=reg_file[0];
    reg_mem1=reg_file[1];
    reg_mem2=reg_file[2];
    reg_mem3=reg_file[3];
    reg_mem4=reg_file[4];
    reg_mem5=reg_file[5];
    reg_mem6=reg_file[6];
    reg_mem7=reg_file[7];
    reg_mem8=reg_file[8];
    reg_mem9=reg_file[9];
    reg_mem10=reg_file[10];
    reg_mem11=reg_file[11];
    reg_mem12=reg_file[12];
    reg_mem13=reg_file[13];
    reg_mem14=reg_file[14];
  end
endmodule
--- run.sh ---
#!/bin/bash
# OpenROAD 26Q1-2900-gdf79404cd8, Yosys 0.63+post, stock flow scripts
make -C /OpenROAD-flow-scripts/flow DESIGN_CONFIG=/design/flow/config.mk WORK_HOME=/design/flow/orfs finish
==> metrics.txt <==
# HELP chip_impl_metric Flow report values
# TYPE chip_impl_metric gauge
chip_impl_info{name="run_status",value="finished, final reports clean"} 1
chip_impl_metric{name="remaining_drc_errors",unit=""} 0
chip_impl_metric{name="drt_iter0_markers",unit=""} 888
chip_impl_metric{name="routed_wirelength",unit="microns"} 148700
chip_impl_metric{name="n_fill_cell",unit=""} 23623
chip_impl_metric{name="setup_viol",unit=""} 0
chip_impl_metric{name="number_of_cells_in_yosys_stat",unit=""} 1309
chip_impl_info{name="yosys.area.top_type",value="sky130_fd_sc_hd__edfxtp_1"} 1
chip_impl_metric{name="chipWidth",unit="microns"} 499
chip_impl_metric{name="yosysChipArea",unit="sq um"} 31120
chip_impl_metric{name="synth-edff-count",unit=""} 960
chip_impl_metric{name="grt_antenna_before_repair",unit=""} 60
chip_impl_metric{name="layout-drive-gt1-share",unit=""} 0.1132
chip_impl_metric{name="vias",unit=""} 18320
chip_impl_metric{name="grt_start_max_net_pins",unit=""} 48
chip_impl_metric{name="p_leak",unit="nW"} 16.01
chip_impl_metric{name="clock_path_buffers",unit=""} 3
chip_impl_metric{name="openroad.warnings",unit=""} 25
chip_impl_metric{name="grt_pass1_vias",unit=""} 19659
chip_impl_metric{name="route.detailed.vias_per_inst",unit=""} 3.237
chip_impl_metric{name="ioPinCount",unit=""} 1102
chip_impl_metric{name="timing.max_slew.rel_slack",unit=""} 0.3121
chip_impl_metric{name="worst_path_clk_slew",unit="ps"} 60
chip_impl_metric{name="crit_required",unit="ps"} 14960
chip_impl_metric{name="drv_cap",unit=""} 0
chip_impl_metric{name="fp-utilization",unit=""} 0.1365
chip_impl_metric{name="cts.repair.resized",unit=""} 0
chip_impl_info{name="worstSetupEndpointType",value="register"} 1
chip_impl_metric{name="async_reset_ff_frac",unit=""} 0
chip_impl_metric{name="synth-warning-count",unit=""} 1
chip_impl_info{name="cp-startpoint",value="icode[1]"} 1
chip_impl_metric{name="max-vdd-ir-drop",unit="mV"} 0.1186
chip_impl_metric{name="tritoncts.num_buffers",unit=""} 99
chip_impl_metric{name="avgRoutedWirePerCell",unit="microns"} 26.27
chip_impl_metric{name="cp_data_arrival_time",unit="ps"} 6810
chip_impl_metric{name="power_per_cell_area",unit="nW/um^2"} 120.4
chip_impl_metric{name="pins_over_their_slew_limit",unit=""} 0
chip_impl_metric{name="synthesis.instances",unit=""} 1309
chip_impl_info{name="holdCritPathClass",value="input pin to register"} 1
chip_impl_metric{name="hold_path_depth",unit=""} 2
chip_impl_metric{name="ant_nets",unit=""} 0
chip_impl_metric{name="place_area",unit="sq um"} 46400
chip_impl_metric{name="critical_path.max_fanout",unit=""} 35
chip_impl_metric{name="timing_hold_violations_final",unit=""} 0
chip_impl_metric{name="fin_crit",unit="ps"} 6442
chip_impl_info{name="setup_repair_after_global_routing_missed_its_margin",value="false"} 1
chip_impl_metric{name="postSynthRegisterBits",unit=""} 960
chip_impl_metric{name="areaGrowthSynthToFinish",unit="%"} 59.38
chip_impl_metric{name="dominant_cell_area_share",unit=""} 0.9263
chip_impl_metric{name="cts_max_level",unit=""} 3
chip_impl_metric{name="post_synth_instance_area",unit="sq um"} 31120
chip_impl_info{name="netlist_top_cells_area",value="sky130_fd_sc_hd__edfxtp_1 (93%), sky130_fd_sc_hd__mux2_4 (2.9%), sky130_fd_sc_hd__nand2_1 (2.3%)"} 1
chip_impl_metric{name="core_area",unit="sq um"} 227900
chip_impl_metric{name="place.detailed.hpwl",unit="microns"} 115400
chip_impl_info{name="ys.flop_type",value="sky130_fd_sc_hd__edfxtp_1"} 1
chip_impl_metric{name="grt.total_usage",unit=""} 0.1177
chip_impl_metric{name="globalRouteOverflowTotal",unit=""} 0
chip_impl_metric{name="tightestPinTransition",unit="ps"} 1029
chip_impl_info{name="tritoncts",value="done"} 1
chip_impl_metric{name="layout_worst_path_cycle_share",unit=""} 0.4413
chip_impl_metric{name="placementRows",unit=""} 175
chip_impl_metric{name="portBuffers",unit=""} 1101
chip_impl_info{name="netlist.top_cell.by_instances",value="sky130_fd_sc_hd__edfxtp_1"} 1
chip_impl_info{name="worstSetupStartpointType",value="input pin"} 1
chip_impl_metric{name="timing.setup.tns",unit="ps"} 0
chip_impl_metric{name="die_area",unit="sq um"} 249000
chip_impl_metric{name="postCtsSetupBuffers",unit=""} 0
chip_impl_info{name="synth.top_cells.by_count",value="sky130_fd_sc_hd__edfxtp_1 (960), sky130_fd_sc_hd__nand2_1 (192), sky130_fd_sc_hd__mux2_4 (60), sky130_fd_sc_hd__nand3_1 (16), sky130_fd_sc_hd__a21oi_1 (14)"} 1
chip_impl_metric{name="hold-worst-slack",unit="ps"} 2915
chip_impl_metric{name="gpl.final_weighted_congestion",unit=""} 0.8397
chip_impl_metric{name="largest_register_ffs",unit=""} 960
chip_impl_metric{name="synth_area_per_cell",unit="sq um"} 23.77
chip_impl_metric{name="postSynthSeqShare",unit=""} 0.9263
chip_impl_metric{name="synth_cell_types",unit=""} 27
chip_impl_info{name="timing.setup.critical_path_class",value="input pin to register"} 1
chip_impl_metric{name="dieHeight",unit="microns"} 499
chip_impl_metric{name="cts.sink_count",unit=""} 960
chip_impl_metric{name="postCtsHoldBufs",unit=""} 0
chip_impl_metric{name="fmaxAchievable",unit="GHz"} 0.1552
chip_impl_info{name="min_from",value="valM[20]"} 1
chip_impl_metric{name="wire_length_of_the_first_global_routing_pass",unit="microns"} 191900
chip_impl_info{name="clock-root-buffer",value="sky130_fd_sc_hd__clkbuf_16"} 1
chip_impl_metric{name="firstDrtPassIters",unit=""} 4
chip_impl_metric{name="final_design_area_no_fill",unit="sq um"} 49600
==> layout by cell type (no fill, tap or decap), types with 2 or more instances in the layout <==
master and count:
sky130_fd_sc_hd__clkdlybuf4s50_1 1101, sky130_fd_sc_hd__edfxtp_1 960, sky130_fd_sc_hd__nand2_1 191, sky130_fd_sc_hd__clkbuf_16 100, sky130_fd_sc_hd__buf_4 65, sky130_fd_sc_hd__mux2_4 60, sky130_fd_sc_hd__clkinv_1 21, sky130_fd_sc_hd__clkinv_2 20
sky130_fd_sc_hd__diode_2 17, sky130_fd_sc_hd__nand3_1 16, sky130_fd_sc_hd__a21oi_4 14, sky130_fd_sc_hd__clkbuf_1 14, sky130_fd_sc_hd__nand4_1 12, sky130_fd_sc_hd__inv_6 8, sky130_fd_sc_hd__nor2b_1 7, sky130_fd_sc_hd__bufinv_16 7
sky130_fd_sc_hd__clkinvlp_4 6, sky130_fd_sc_hd__mux2_2 4, sky130_fd_sc_hd__nor2_1 4, sky130_fd_sc_hd__o21ai_4 2, sky130_fd_sc_hd__and2b_1 2, sky130_fd_sc_hd__clkinv_16 2
==> path summary, 6_finish.rpt <==
| check | to | slack, ps |
|---|---|---|
| min | reg_file[4][20] | 2920 |
| max | reg_file[14][14] | 8160 |
==> area by class of cell <==
class,count,area (sq um),area share
tap,3009,3765,0.07590
multi-input combinational,324,2277,0.04591
timing repair buffer,1167,11530,0.2324
clock inverter,67,600.6,0.01211
sequential,960,28830,0.5812
clock buffer,114,2555,0.05151
inverter,1,3.754,0.00007568
antenna,17,42.54,0.0008577
==> stage by stage <==
stage               std cells  worst slack, ps  power, mW  utilization
detailed placement       5461             7161      3.566       0.2036
floorplan                1309             6068      3.266            -
finish                   5659             8158      5.970       0.2176
global placement         5461             7161      3.565       0.2036
CTS                      5642             7972      6.066       0.2174
global route             5645             7894      6.180       0.2175
==> metal layers <==
layer | global-route usage | routed length [microns]
met2 | 0.1939 | 71790
met3 | 0.08663 | 24320
met4 | 0.03134 | 5008
met5 | 0.006659 | 237
met1 | 0.1167 | 47320
==> logic make-up after synthesis <==
logic type,after synthesis,share of synthesized area
compound gates,21,0.003940
buf+inv,25,0.006473
flops,960,0.9263
mux,65,0.03072
simple gates,238,0.03253
==> critical path, stage by stage <==
cell,delay [ps]
sky130_fd_sc_hd__clkdlybuf4s50_1,600
sky130_fd_sc_hd__and3b_1,340
sky130_fd_sc_hd__o21ai_4,150
sky130_fd_sc_hd__buf_4,290
sky130_fd_sc_hd__buf_4,520
sky130_fd_sc_hd__nand4_1,250
sky130_fd_sc_hd__a21oi_4,770
sky130_fd_sc_hd__buf_4,450
sky130_fd_sc_hd__buf_4,380
==> power by group <==
group	switching, mW	internal (mW)
logic	0.198	0.147
clock network	1.10	1.38
registers	0.0252	3.12
total	1.32	4.65
No activity file was given, so power comes from the tool's default toggle rates.
