[flow/config.mk]
export PLATFORM = sky130hd
export DESIGN_NAME = decode
export DESIGN_NICKNAME = decode
export VERILOG_FILES = /design/flow/design.v
export SDC_FILE = /design/flow/constraint.sdc
export NUM_CORES = 4
export LEC_CHECK = 1
export CORE_AREA = 10 10 423 423
export DIE_AREA = 0 0 433 433
[flow/constraint.sdc]
current_design decode

set clk_period 17.7
set clk_io_pct 0.2

create_clock -name clk0 -period $clk_period

set non_clock_inputs [all_inputs -no_clocks]
set_input_delay [expr $clk_period * $clk_io_pct] -clock clk0 $non_clock_inputs
set_output_delay [expr $clk_period * $clk_io_pct] -clock clk0 [all_outputs]
[flow/design.v]
module decode (clk,icode,rA, rB, valA,valB ,value0, value1, value2, value3, value4, value5, value6, value7, value8, value9, value10, value11, value12, value13, value14);
input clk;
input [3:0]  icode;
input [3:0]  rA,rB;
output reg [63:0] valA,valB;
reg [3:0]  inp1,inp2;
input [63:0] value0;
input [63:0] value1;
input [63:0] value2;
input [63:0] value3;
input [63:0] value4;
input [63:0] value5;
input [63:0] value6;
input [63:0] value7;
input [63:0] value8;
input [63:0] value9;
input [63:0] value10;
input [63:0] value11;
input [63:0] value12;
input [63:0] value13;
input [63:0] value14;
reg [0:63] list[0:14];
always@* begin
   list[0] = value0;
   list[1] = value1;
   list[2] = value2;
   list[3] = value3;
   list[4] = value4;
   list[5] = value5;
   list[6] = value6;
   list[7] = value7;
   list[8] = value8;
   list[9] = value9;
   list[10] = value10;
   list[11] = value11;
   list[12] = value12;
   list[13] = value13;
   list[14] = value14;
case(icode)
   4'h2  : inp1 = rA;
   4'h4  : begin                      
      inp1 = rA;
      inp2 = rB;
   end
   4'h5  : inp2 = rB;
   4'h6  :  begin                      
      inp1 = rA;
      inp2 = rB;
   end
   4'h8  :   begin  
      inp2 = 4'd4;
   end 
   4'h9  :  begin  
      inp1 = 4'd4;  
      inp2 = 4'd4;
   end 
   4'hA  :  begin  
      inp1 = rA;
      inp2 = 4'd4;
   end 
   4'hB  :  begin
      inp1 = 4'd4; 
      inp2 = 4'd4; 
   end 
endcase
valA = list[inp1];
valB = list[inp2];
end
endmodule
[flow/run.sh]
#!/bin/bash
# OpenROAD 26Q1-2900-gdf79404cd8, Yosys 0.63+post, stock flow scripts
make -C /OpenROAD-flow-scripts/flow DESIGN_CONFIG=/design/flow/config.mk WORK_HOME=/design/flow/orfs finish
==> GITHUB_STEP_SUMMARY <==
## PnR job results

| Metric | Value |
|---|---|
| Post-CTS setup buffer count | `0` |
| Final Instance Area | `between 30000 and 40000 µm²` |
| Fin crit period | `13.01 ns` |
| Status | `completed` |
| Total negative setup slack | `0 ns` |
| Remaining antenna violation count | `0` |
| Final WL | `about 360 mm` |
| Setup ws final | `around 4.7 ns` |
| Register pins left without a clock | `8` |
| Uppermost routed layer | `met5` |
| Synth area leader | `a22oi_1` |
| P_leak | `approximately 11 nW` |
| GRT Util Overall | `0.368` |
| Worst slew pin tran | `around 1.4 ns` |
| Cell area leaders | `a22oi_1, nand2_1, mux2i_1` |
| Synth unique cells | `86` |
| Fmax | `about 0.077 GHz` |
| Worst vdd ir | `approximately 0.000025 V` |
| Hold Path Class | `input port to output pin` |
| Flip-flops with a built-in enable | `0` |
| Pwr/cell area | `roughly 48 nW/µm²` |
| YS chip area | `16700 µm²` |
| Met2 WL | `around 150 mm` |
| Startpoint types | `input port` |
| Antenna violations before repair | `342` |
| Synth Warn # | `10` |
| Kind of critical path | `input port to output pin` |
| Met1 WL | `between 100 and 150 mm` |
| Die area | `187000 µm²` |
| Hold path cells | `3` |
| Final setup vio count | `0` |
| Slew headroom | `0.0569` |
| Required time worst endpoint | `approximately 14 ns` |
| First-pass GRT wire length | `433 mm` |
| RSZ-0062 raised after global routing | `no` |
| FP Core Util | `0.0986` |
| Share of cells above drive strength 1 | `0.106` |
| Register area | `about 120 µm²` |
| Iter 0 DRT Violations | `approximately 5300` |
| DRC | `0` |
| Crit Path Max Fanout | `68` |
| FILL cells | `~19000` |
| Area delta synth->final | `91.4%` |
| Post-CTS Resized | `0` |
| Drt first pass iters | `9` |
| Yosys stat cell total | `2644` |
| I/O pins | `1101` |
| Gpl congestion | `between 1 and 1.5` |
| Setup WS pre-CTS | `approximately 5.0 ns` |
| Mapped Area | `16700 µm²` |
| Die Wd | `~430 µm` |
| Final period util | `0.735` |
| Gr ovfl total | `0` |
| # hold bufs at CTS | `0` |
| CP Capture Type | `output pin` |
| I/O Buffers | `around 1100` |
| Final hold vios | `0` |
| MI comb area | `15700 µm²` |
| Number of unconstrained endpoints | `8` |
| Syn Area/Cell | `6.32 µm²` |
| Log Warnings | `34` |
| Site Rows | `151` |
| Crit path DAT | `around 9.5 ns` |
| Max-Cap Viols | `0` |
| Via count | `36300` |
| Ys flop type | `dlxtn_1` |
| Hpwl dp | `about 290 mm` |
| Core Region | `between 150000 and 200000 µm²` |
| Pin count of the biggest net entering global routing | `around 83` |
| Dominant cell area share | `0.0993` |
| Die Height | `between 400 and 500 µm` |
| Yosys reg bits | `8` |
| Asr flop ratio synth | `0` |
| Placed cell area | `~32000 µm²` |
| Final Max Slew Viols | `0` |
| Vias in the first global route | `between 30000 and 40000` |
| Routed wire per std cell | `just under 60 µm` |
| Mapped Cells | `roughly 2600` |
| Met3 WL | `just over 50 mm` |
| Number of vias per cell | `about 6.0` |
cells by family after synthesis:
family                 share of synthesized area
muxes                                      0.110
buffers and inverters                     0.0783
AOI/OAI and AO/OA                          0.595
and+or+nand+nor                            0.210
latches                                  0.00719
state kept, by name (all words and copies together), names as in the netlist:
name  count
inp2      4
inp1      4
worst paths after layout:
kind,from,end,slack [ns]
worst max-delay path,icode[0],valA[9],4.69
worst min-delay path,value0[28],valA[28],8.10
cells in the mapped netlist (6+ instances only):
cell and count:
a2111oi_0 17, a211o_1 9, a211oi_1 18, a21o_1 13, a21oi_1 248, a221o_1 31
a221oi_1 64, a222oi_1 17, a22o_1 80, a22oi_1 221, a311oi_1 9, a31oi_1 72
a32o_1 16, a32oi_1 28, a41oi_1 12, and2_1 7, and3_1 18, buf_1 22
buf_2 163, buf_4 7, clkbuf_1 82, dlxtn_1 8, inv_2 8, mux2_2 41
mux2i_1 135, nand2_1 378, nand3_1 108, nand4_1 9, nor2_1 177, nor3_1 40
nor3_2 6, nor4_1 9, o2111ai_1 6, o211ai_1 24, o21a_1 7, o21ai_0 175
o221ai_1 24, o22a_1 15, o22ai_1 124, o2bb2ai_1 43, o32a_1 46, o32ai_1 15
or3_1 8
critical path: stages:
cell and delay [ns]:
clkdlybuf4s50_1 0.73, nor2b_1 0.70, o2bb2ai_4 0.34, nor2_4 0.06
buf_12 0.21, clkinv_2 0.09, buf_4 0.44, buf_4 0.67
buf_4 0.57, nand2_1 0.61, o22ai_1 0.40, a21oi_1 0.07
a21oi_1 0.36, clkdlybuf4s50_1 0.57
metal layers:
metal | vias to the layer above | global-route usage
li1 | 13100 | -
met1 | 17600 | 0.406
met3 | 1428 | 0.201
met4 | 216 | 0.286
met2 | 3954 | 0.521
met5 | - | 0.000768
where the power goes:
| group | total [W] | internal [W] | switching [W] |
|---|---|---|---|
| registers | 0.00000332 | 0.00000214 | 0.00000118 |
| clock network | 0.000000000854 | 0.000000000853 | 0 |
| logic | 0.00154 | 0.000572 | 0.000967 |
| total | 0.00154 | 0.000574 | 0.000968 |
cell type report:
cell class | count | share of cell area
Multi-Input combinational cell | 2351 | 0.491
Timing Repair Buffer | 1344 | 0.404
Tap cell | 2218 | 0.0868
Antenna cell | 160 | 0.0125
Sequential cell | 8 | 0.00376
Inverter | 10 | 0.00153
stage by stage:
| stage | util | power [W] | hold WS [ns] | instances |
|---|---|---|---|---|
| 5_1_grt | 0.188 | 0.00152 | 8.14 | 6018 |
| 3_5_place_dp | 0.186 | 0.00146 | 8.11 | 5931 |
| 3_3_place_gp | 0.186 | 0.00147 | 8.11 | 5931 |
| 4_1_cts | 0.186 | 0.00147 | 8.11 | 5931 |
| 2_1_floorplan | - | 0.000450 | 7.15 | 2644 |
| 6_report | 0.189 | 0.00154 | 8.10 | 6091 |
layout by cell type (no fill, tap or decap), types with 9 or more instances in the layout:
cell	instances
clkdlybuf4s50_1	1100
nand2_1	378
a21oi_1	248
buf_4	238
a22oi_1	216
o21ai_0	175
diode_2	160
nor2_1	159
mux2i_1	135
o22ai_1	122
nand3_1	108
a22o_1	80
a31oi_1	72
a221oi_1	62
o32a_1	46
o2bb2ai_1	43
mux2_2	41
a221o_1	31
a32oi_1	28
nor3_1	27
o211ai_1	24
o221ai_1	23
nor2_2	22
and3_1	18
a222oi_1	17
a32o_1	16
a2111oi_0	16
o22a_1	15
nor3_2	15
o32ai_1	15
a21o_1	13
a41oi_1	12
a211oi_4	11
a211oi_1	10
a211o_1	9
nand4_1	9
a311oi_1	9
Power and IR drop assume default switching activity.
